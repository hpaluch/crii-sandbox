[design/flow/run.sh]
#!/bin/bash
# OpenROAD 26Q1-2900-gdf79404cd8, Yosys 0.63+post, stock flow scripts
make -C /OpenROAD-flow-scripts/flow DESIGN_CONFIG=/design/flow/config.mk WORK_HOME=/design/flow/orfs finish
[design/flow/config.mk]
export PLATFORM = sky130hd
export DESIGN_NAME = NUM_TO_DISP
export DESIGN_NICKNAME = NUM_TO_DISP
export VERILOG_FILES = /design/flow/design.v
export SDC_FILE = /design/flow/constraint.sdc
export NUM_CORES = 4
export LEC_CHECK = 1
export CORE_AREA = 10 10 70 70
export DIE_AREA = 0 0 80 80
[design/flow/design.v]
`timescale 1ns / 1ps
module top(
    input PCLK,        
    input [1:0] BTN,   
    output [3:0] LD,   
	 output [3:0] ANO,   
	 output [7:0] CAT    
    );
reg [3:0] disp_mux;
assign ANO = disp_mux;
wire reset;  
assign reset = ~ BTN[0];  
wire ce;  
assign ce = BTN[1];  
wire clk;  
CLK_DIV16 U1 ( .CLKIN(PCLK), .CLKDV(clk) ); 
reg [17:0] counter = 0;
reg tick = 0;  
always @(posedge clk)
begin
	counter <= counter + 1;
	if ( counter == 0 )
		tick <= 1;
	else
		tick <= 0;
end
reg [15:0] counter2  = 0;
always @(posedge clk)
begin
	if (reset)
		counter2 <= 0;
	else if (tick && ce)
		counter2 <= counter2 + 1;
end
wire [1:0] muxin;
assign muxin = counter[12:11];
reg [3:0] muxed_counter2;
always @(muxin)
begin
	case ( muxin )
		2'd0: begin disp_mux = 4'b1110; muxed_counter2 = counter2[3:0]; end
		2'd1: begin disp_mux = 4'b1101; muxed_counter2 = counter2[7:4]; end
		2'd2: begin disp_mux = 4'b1011; muxed_counter2 = counter2[11:8]; end
		2'd3: begin disp_mux = 4'b0111; muxed_counter2 = counter2[15:12]; end
	endcase
end
NUM_TO_DISP U2( .num( muxed_counter2 ), .segments( CAT ) );
assign LD[3:0] = ~ counter2[3:0];
endmodule
module NUM_TO_DISP(num, segments);
 input  [3:0] num;
 output [7:0] segments;
 reg [7:0] segments;
 always @( num )
 begin
  case ( num )        
    4'h0: segments = 8'b11000000;
    4'h1: segments = 8'b11111001;
    4'h2: segments = 8'b10100100;
    4'h3: segments = 8'b10110000;
    4'h4: segments = 8'b10011001;
    4'h5: segments = 8'b10010010;
    4'h6: segments = 8'b10000010;
    4'h7: segments = 8'b11111000;
    4'h8: segments = 8'b10000000;
    4'h9: segments = 8'b10010000;
    4'ha: segments = 8'b10001000;
    4'hb: segments = 8'b10000011;
    4'hc: segments = 8'b11000110;
    4'hd: segments = 8'b10100001;
    4'he: segments = 8'b10000110;
    4'hf: segments = 8'b10001110;
  endcase
 end
endmodule
[design/flow/constraint.sdc]
current_design NUM_TO_DISP

set clk_period 1.4
set clk_io_pct 0.2

create_clock -name clk0 -period $clk_period

set non_clock_inputs [all_inputs -no_clocks]
set_input_delay [expr $clk_period * $clk_io_pct] -clock clk0 $non_clock_inputs
set_output_delay [expr $clk_period * $clk_io_pct] -clock clk0 [all_outputs]
==> results.ini <==
[run_status]
status=finished with violations
violations=negative setup slack

[power]
p_per_area_nw_per_um2=260.2
cellLeakagePower_nw=0.2699
p_int_mw=0.09066
ir_drop_mv=0.02702
switching_power_mw=0.05976
power_frac_comb_pct=100.0
p_seq_share_pct=0
swShare_pct=39.73
clockPowerShare_pct=0
power_mw=0.1504

[synth]
yosysCellCount=34
synth.distinct_cells=17
syn_inst=34
ys_warn_count=1
topCellsByArea=ha_1 (31%), mux2i_1 (14%), mux4_1 (9.2%), nor2_1 (6.6%), a22o_1 (6.1%)
synth_area_per_cell_sq_um=8.427
yosys.area.top_type=ha_1
synth_top_area_share_pct=30.57
syn-cell-area_sq_um=286.5
ys_chip_area_sq_um=286.5
yosys.stat.seqShare_pct=0

[worst_setup_path]
crit_path_end_kind=primary output
cp.arrival_ns=1.31
start_kind=primary input
critPathRequiredTime_ns=1.12
crit_type=in -> out
path_max_fanout=4

[detailed_routing]
routed_wl_um=914
vias_per_cell=3.059
diodes=0
remaining_drc_errors=0
drtAntennaViolNets=0
firstDrtPassIters=4
drtIter0Drc=13
wire_per_inst_um=9.050
via_count=309

[place]
dpl_cell_area_sq_um=523.0
dp.final_hpwl_um=730.8
placed_cells=100
globalplace.congestion=0.7860
portBuffers=11

[sta]
finalHoldViolCount=0
holdWs_ns=1.003
slew_violations=0
rsz0062_at_grt=true
fmax_mhz=630.0
period_used_pct=113.4
setup_ws_ns=-0.1874
setup_viol=7
period_needed_ns=1.587

[grt]
grt_overflow=0
grt_first_pass_wirelength_um=1593
grt_max_degree=6
first_global_vias=345
grt.total_usage_pct=2.937
antenna_found_initial=0

[job]
maxCapViolCount=0
warnings=40

[cells_and_area]
fin_cells=101
area_growth_syn_to_layout_pct=101.7
stdcell_area_sq_um=578.1
clkbuf_count=0
final_util_pct=16.92
flop_area_sq_um=0
nFlopsAndLatches=0
drive_gt1_share_pct=56.36

[floorplanning]
initial_core_util_pct=8.388
ioPinCount=12
die_h_um=80
rows=21
die_w_um=80
core_sq_um=3416
dieArea_sq_um=6400

[clocking]
cts_setup_buffers=0
cts-hold-fix-buffers=0

[worst_hold_path]
hold_path.class=in -> out

==> cells in the mapped netlist, drive strengths merged <==
master,instances
o21ai,2
or3b,1
buf,3
nor2,5
and2b,1
a22o,2
a21oi,1
mux2i,4
nand2,1
mux4,1
a32o,1
mux2,1
ha,7
inv,3
conb,1
==> power groups by stage <==
| stage | Combinational, mW | Sequential [mW] | Clock [mW] |
|---|---|---|---|
| final | 0.150 | 0 | 0 |
| after CTS | 0.149 | 0 | 0 |
| after global routing | 0.166 | 0 | 0 |
==> cell usage in the layout, fill, tap and decap left out <==
master | synthesis | routed
a22o_1 | 2 | 2
mux4_2 | 0 | 1
nor2_2 | 0 | 1
or3b_1 | 1 | 1
inv_6 | 0 | 1
buf_12 | 0 | 1
conb_1 | 1 | 1
and2b_2 | 1 | 1
inv_2 | 0 | 1
buf_8 | 0 | 1
nand2_1 | 1 | 1
ha_4 | 0 | 3
buf_4 | 1 | 6
mux2i_1 | 4 | 4
mux2_2 | 1 | 1
ha_1 | 7 | 4
buf_2 | 1 | 7
o21ai_1 | 0 | 2
dlygate4sd2_1 | 0 | 3
buf_6 | 1 | 6
inv_8 | 0 | 1
nor2_1 | 5 | 4
a21oi_1 | 1 | 1
a32o_1 | 1 | 1
==> worst max-delay path, stage by stage <==
cell and delay (ns):
buf_8 0.11, inv_8 0.05, ha_4 0.13, and2b_2 0.22, or3b_1 0.34, o21ai_1 0.07
buf_2 0.11
==> stage by stage <==
stage,setup TNS [ns],setup WS [ns]
floorplan,0,0.004945
global route,-1.019,-0.2434
CTS,-0.7696,-0.2076
finish,-0.6900,-0.1874
detailed placement,-6.419,-1.057
global placement,-6.304,-1.055
==> routing by layer <==
layer  vias up  track usage [%]  part of all wire, %
met5         -                0                    0
met4         0                0                    0
met3         0           0.1136                  1.2
met2         2            6.902                   65
met1       147            2.649                   34
li1        160                -                    -
==> worst paths after layout <==
| path | startpoint | endpoint | slack [ns] | depth (start not counted) |
|---|---|---|---|---|
| worst max-delay path | num[1] | segments[0] | -0.19 | 7 |
| worst min-delay path | num[0] | segments[1] | 1.00 | 4 |
==> cell families (layout without fill, tap and decap cells) <==
family	after synthesis	after routing	share of synthesized area [%]
buf+inv	6	27	12.23
fa+ha+maj	7	7	30.57
compound gates	6	6	14.85
other cells	1	1	1.309
mux	6	6	27.08
simple gates	8	8	13.97
==> what timing repair did <==
action	4_1_cts	5_1_grt
hold endpoints to repair	0	0
endpoints found under the setup margin	7	7
pin swaps	6	3
gates resized	56	3
cloned	1	0
==> layout make-up <==
class,count,area [sq um]
timing repair buffer,24,209.0
fill,386,2838
tap,46,57.56
inverter,3,23.77
multi-input combinational,28,287.8
Power and IR drop assume default switching activity.
